--- design/flow/run.sh ---
#!/bin/bash
# OpenROAD 26Q1-2900-gdf79404cd8, Yosys 0.63+post, stock flow scripts
make -C /OpenROAD-flow-scripts/flow DESIGN_CONFIG=/design/flow/config.mk WORK_HOME=/design/flow/orfs finish
--- design/flow/config.mk ---
export PLATFORM = sky130hd
export DESIGN_NAME = number_gen
export DESIGN_NICKNAME = number_gen
export VERILOG_FILES = /design/flow/design.v
export SDC_FILE = /design/flow/constraint.sdc
export NUM_CORES = 4
export LEC_CHECK = 1
export CORE_AREA = 10 10 78 78
export DIE_AREA = 0 0 88 88
--- design/flow/design.v ---
`timescale 1ns / 1ps
module number_writer(input logic clk, rst,
                     input logic [3:0] number,
                     input logic [2:0] colour,
                     output logic [31:0] data_out,
                     output logic [9:0] write_addr,
                     output logic write_enable);
    typedef enum logic [5:0] {IDLE, W1, W2, W3, W4, W5} write_trans_table;
    write_trans_table write_trans_state;
    logic [2:0] write_row;
    logic [4:0] write_col;
    concatenator address_concat(.rst(rst), .row_count(write_row), .col_count(write_col), .offset(0), .address(write_addr));
    logic [3:0] oldnum;
    always_ff @(posedge clk)begin
        if(rst) begin
            write_trans_state <= IDLE;
            data_out          <= 32'b0;
            write_addr        <= 10'b0;
            write_enable      <= 0;
        end
    end
    always_comb begin
        case (write_trans_state)
            IDLE: begin
                data_out          <= 32'b0;
                write_addr        <= 10'b0;
                write_enable      <= 0;
                if(number != oldnum) write_trans_state = W1;
                else write_trans_state = IDLE;
            end
            W1: begin
            end
            W2: begin
            end
            W3: begin
            end
            W4: begin
            end
            W5: begin
            end
            default: write_trans_state = IDLE;
        endcase
    end 
endmodule
module number_gen(input logic rst,
                  input logic [3:0] number,
                  input logic [2:0] write_row,
                  input logic [2:0] write_col,   
                  output logic [7:0] col_data);
    always_comb begin
        case(number)   
            4'd0:begin  
                case(write_col)
                    3'd0: col_data = 8'b01111110;
                    3'd1: col_data = 8'b10000001;
                    3'd2: col_data = 8'b10000001;
                    3'd3: col_data = 8'b10000001;
                    3'd4: col_data = 8'b01111110;
                    default: col_data = 8'd0;
                endcase
            end
            4'd1:begin  
                case(write_col)
                    3'd0: col_data = 8'b00000000;
                    3'd1: col_data = 8'b01000001;
                    3'd2: col_data = 8'b11111111;
                    3'd3: col_data = 8'b00000001;
                    3'd4: col_data = 8'b00000000;
                    default: col_data = 8'd0;
                endcase
            end
            4'd2:begin  
                case(write_col)
                    3'd0: col_data = 8'b01000011;
                    3'd1: col_data = 8'b10000101;
                    3'd2: col_data = 8'b10001001;
                    3'd3: col_data = 8'b10010001;
                    3'd4: col_data = 8'b01100001;
                    default: col_data = 8'd0;
                endcase
            end
            4'd3:begin  
                case(write_col)
                    3'd0: col_data = 8'b01000010;
                    3'd1: col_data = 8'b10000001;
                    3'd2: col_data = 8'b10010001;
                    3'd3: col_data = 8'b10010001;
                    3'd4: col_data = 8'b01101110;
                    default: col_data = 8'd0;
                endcase
            end
            4'd4:begin  
                case(write_col)
                    3'd0: col_data = 8'b11110000;
                    3'd1: col_data = 8'b00010000;
                    3'd2: col_data = 8'b00010000;
                    3'd3: col_data = 8'b00010000;
                    3'd4: col_data = 8'b11111111;
                    default: col_data = 8'd0;
                endcase
            end
            4'd5:begin  
                case(write_col)
                    3'd0: col_data = 8'b11110010;
                    3'd1: col_data = 8'b10010001;
                    3'd2: col_data = 8'b10010001;
                    3'd3: col_data = 8'b10010001;
                    3'd4: col_data = 8'b10001110;
                    default: col_data = 8'd0;
                endcase
            end
            4'd6:begin   
                case(write_col)
                    3'd0: col_data = 8'b00011110;
                    3'd1: col_data = 8'b00110001;
                    3'd2: col_data = 8'b01010001;
                    3'd3: col_data = 8'b10010001;
                    3'd4: col_data = 8'b00001110;
                    default: col_data = 8'd0;
                endcase
            end
            4'd7:begin  
                case(write_col)
                    3'd0: col_data = 8'b10000000;
                    3'd1: col_data = 8'b10000011;
                    3'd2: col_data = 8'b10001100;
                    3'd3: col_data = 8'b10110000;
                    3'd4: col_data = 8'b11000000;
                    default: col_data = 8'd0;
                endcase
            end
            4'd8:begin  
                case(write_col)
                    3'd0: col_data = 8'b01101110;
                    3'd1: col_data = 8'b10010001;
                    3'd2: col_data = 8'b10010001;
                    3'd3: col_data = 8'b10010001;
                    3'd4: col_data = 8'b01101110;
                    default: col_data = 8'd0;
                endcase
            end
            4'd9:begin  
                case(write_col)
                    3'd0: col_data = 8'b01100000;
                    3'd1: col_data = 8'b10010000;
                    3'd2: col_data = 8'b10010000;
                    3'd3: col_data = 8'b10010000;
                    3'd4: col_data = 8'b01111111;
                    default: col_data = 8'd0;
                endcase
            end
            default: col_data = 8'd0;
        endcase
    end
endmodule
--- design/flow/constraint.sdc ---
current_design number_gen

set clk_period 2.5
set clk_io_pct 0.2

create_clock -name clk0 -period $clk_period

set non_clock_inputs [all_inputs -no_clocks]
set_input_delay [expr $clk_period * $clk_io_pct] -clock clk0 $non_clock_inputs
set_output_delay [expr $clk_period * $clk_io_pct] -clock clk0 [all_outputs]
==> impl_metrics.prom <==
# HELP chip_impl_metric Physical implementation figures
# TYPE chip_impl_metric gauge
chip_impl_info{name="synthTopCellsByArea",value="sky130_fd_sc_hd__a21oi_1, sky130_fd_sc_hd__nor2_1, sky130_fd_sc_hd__buf_2, sky130_fd_sc_hd__mux2i_1, sky130_fd_sc_hd__o21ai_0"} 1
chip_impl_metric{name="compound_area_share",unit="%"} 38.19
chip_impl_metric{name="maxSlewHeadroom",unit="%"} 78.04
chip_impl_metric{name="number_of_antenna_violations_at_the_first_check_in_global_routing",unit=""} 0
chip_impl_metric{name="timing.critical_path.slowest_cell_delay",unit="ps"} 460
chip_impl_metric{name="grt_use_total",unit="%"} 7.201
chip_impl_metric{name="worstMarginPinSlew",unit="ps"} 325.0
chip_impl_metric{name="floorplan.io_pins",unit=""} 19
chip_impl_metric{name="xor_share",unit="%"} 1.243
chip_impl_info{name="start_kind",value="input pin"} 1
chip_impl_metric{name="worst_ir_drop_vdd",unit="mV"} 0.03801
chip_impl_metric{name="p_total",unit="mW"} 0.2174
chip_impl_metric{name="postSynthAreaPerCell",unit="um^2"} 6.234
chip_impl_metric{name="yosys_cells",unit=""} 113
chip_impl_metric{name="dieWidth",unit="um"} 88
chip_impl_info{name="synth_top_cell_by_area",value="sky130_fd_sc_hd__a21oi_1"} 1
chip_impl_info{name="layout_top_cell_excl_fill_tap",value="sky130_fd_sc_hd__buf_4"} 1
chip_impl_info{name="timing.critical_path.max_delay_family",value="buffers and inverters"} 1
chip_impl_metric{name="timing.critical_path.arrival",unit="ps"} 1960
chip_impl_info{name="ordered_cell_list_for_the_critical_path",value="buf_2 -> nor2_2 -> nand3b_1 -> a2111oi_4 -> a21oi_2 -> nand2_1 -> clkdlybuf4s50_1"} 1
chip_impl_metric{name="netlist-cell-type-count",unit=""} 47
chip_impl_metric{name="synth_sequential_area_ratio",unit="%"} 0
chip_impl_metric{name="fmaxAchievable",unit="GHz"} 0.4066
chip_impl_metric{name="design.die.area",unit="um^2"} 7744
chip_impl_info{name="timing.setup.critical_path_class",value="input pin to primary output"} 1
chip_impl_metric{name="yosys.area_share.simple",unit="%"} 40.50
chip_impl_metric{name="mux_cell_area_share",unit="%"} 4.263
chip_impl_metric{name="sequential_cell_total",unit=""} 0
chip_impl_info{name="top_logic_kind",value="simple AND/OR/NAND/NOR gates"} 1
chip_impl_info{name="slowest_stage",value="sky130_fd_sc_hd__clkdlybuf4s50_1"} 1
chip_impl_metric{name="netlist_area",unit="um^2"} 704.4
chip_impl_metric{name="gp_congestion",unit=""} 0.8566
chip_impl_metric{name="fin_crit_sh",unit="%"} 98.37
chip_impl_metric{name="detail_route.first_pass.iterations",unit=""} 4
chip_impl_metric{name="wirelength",unit="mm"} 2.842
chip_impl_metric{name="synth.cellmix.adderShare",unit="%"} 0
chip_impl_metric{name="detail_route.drc_violations",unit=""} 0
chip_impl_metric{name="fp.coreArea",unit="um^2"} 4414
chip_impl_metric{name="grt_pass1_vias",unit=""} 1038
chip_impl_metric{name="num-fill-cells",unit=""} 446
chip_impl_metric{name="power.static_leakage",unit="nW"} 0.6414
chip_impl_metric{name="logic_area",unit="um^2"} 750.7
chip_impl_metric{name="holdBufCountCts",unit=""} 0
chip_impl_metric{name="insertedDiodeCount",unit=""} 0
chip_impl_metric{name="grt-ovfl-total",unit=""} 0
chip_impl_metric{name="crit_buf_inv",unit=""} 2
chip_impl_metric{name="finalSetupViolations",unit=""} 0
chip_impl_metric{name="yosysWarningCount",unit=""} 1
chip_impl_metric{name="yosys.stat.chipArea",unit="um^2"} 704.4
chip_impl_metric{name="dp.final_hpwl",unit="mm"} 2.043
chip_impl_metric{name="finalSetupTns",unit="ps"} 0
chip_impl_info{name="result_of_the_run",value="completed"} 1
chip_impl_metric{name="grt_first_pass_wirelength",unit="mm"} 4.809
chip_impl_metric{name="stage_log_warnings",unit=""} 38
chip_impl_metric{name="avgViaCountPerCell",unit=""} 4.861
chip_impl_metric{name="layoutNonFillerInstCount",unit=""} 216
chip_impl_info{name="timing.critical_path.to_type",value="primary output"} 1
chip_impl_metric{name="synth.top_cell.area_share",unit="%"} 7.105
chip_impl_metric{name="wl_cell",unit="um"} 13.16
chip_impl_metric{name="sequential_cell_area",unit="um^2"} 0
chip_impl_metric{name="layout-drive-gt1-share",unit="%"} 53.05
chip_impl_metric{name="area_delta_synth_final",unit="%"} 94.32
chip_impl_metric{name="die_boundary_height",unit="um"} 88
chip_impl_metric{name="cp.required",unit="ps"} 2000
chip_impl_metric{name="final.clkbuf_count",unit=""} 0
chip_impl_metric{name="final_max_slew_viol_count",unit=""} 0
chip_impl_metric{name="std_cell_rows",unit=""} 24
chip_impl_metric{name="initial_core_util",unit="%"} 15.96
chip_impl_metric{name="netlist_instances",unit=""} 113
chip_impl_metric{name="final_antenna_net_count",unit=""} 0
chip_impl_info{name="hold_path.class",value="input pin to primary output"} 1
chip_impl_info{name="final_cell_mix",value="sky130_fd_sc_hd__buf_4, sky130_fd_sc_hd__nor2_1, sky130_fd_sc_hd__nand2_1, sky130_fd_sc_hd__buf_6, sky130_fd_sc_hd__a21oi_1"} 1
chip_impl_metric{name="critical_path.max_fanout",unit=""} 5
chip_impl_metric{name="power_per_cell_area",unit="nW/um^2"} 158.8
chip_impl_metric{name="hold_viol",unit=""} 0
chip_impl_metric{name="timing.final.crit_period",unit="ps"} 2459
chip_impl_metric{name="dr.first_iter.drc_count",unit=""} 158
chip_impl_metric{name="detailroute.via_count",unit=""} 1050
chip_impl_info{name="grt_setup_unrepaired",value="true"} 1
chip_impl_metric{name="numPortBuffers",unit=""} 15
chip_impl_metric{name="count_of_placed_standard_cells_including_taps",unit=""} 208
chip_impl_metric{name="cap_violations",unit=""} 0
chip_impl_metric{name="maximum_number_of_pins_on_one_net_before_global_route_repair",unit=""} 11
[logic make-up after synthesis]
family / count (synthesis)
xor gates and xnor gates: 1
buffers and inverters: 19
AOI/OAI and AO/OA: 39
muxes: 3
and+or+nand+nor: 51
[cells in the mapped netlist (all sizes together), types with 2 or more instances]
cell type and number:
nor3 4, nand2b 2, nor2 12, nand4 2
o21ai 9, buf 14, inv 4, nand3b 2
a21oi 10, o31ai 2, or3 3, a31oi 2
or2 2, nand3 4, nor2b 4, mux2i 3
nor4 3, a41o 2, nand2 8, o22ai 2
[tightest hold or removal path, cell delays in order]
cell and delay [ps]:
sky130_fd_sc_hd__buf_2 190, sky130_fd_sc_hd__o31ai_2 100, sky130_fd_sc_hd__clkbuf_2 90
[metal layers]
layer  vias up  wire (um)  global-route usage, %
li1        533          -                      -
met3         0        244                  1.497
met1       481       1317                  10.36
met5         -          0                      0
met4         0          0                 0.5797
met2        36       1280                  11.18
[worst paths after layout]
check	startpoint	to	slack, ps	depth (start not counted)
hold / removal	number[3]	col_data[4]	1380	3
setup / recovery	number[0]	col_data[1]	40	7
[power by group]
part           switching (mW)  total (mW)  internal (mW)
combinational           0.102       0.217          0.115
clock                       0           0              0
sequential                  0           0              0
total                   0.102       0.217          0.115
[cell type report]
class	instances	area share, %
multi-input combinational	94	54.84
timing repair buffer	66	39.12
inverter	4	1.280
tap	52	4.753
[metrics by stage]
stage | setup WS (ps) | hold WS, ps | utilization (%) | instance area, um^2
after floorplan | 591.2 | 1143 | - | 704.4
after global placement | -541.5 | 2201 | 25.96 | 1146
after detailed placement | -540.4 | 2187 | 25.96 | 1146
after CTS | -86.86 | 1506 | 29.08 | 1284
after global routing | -50.83 | 1398 | 31.01 | 1369
final | 40.76 | 1376 | 31.01 | 1369
[repair_timing]
action,in CTS,in global routing
setup buffers,4,3
gates resized,63,23
pin swaps,6,12
gates cloned,1,0
endpoints found under the setup margin,8,7
